[design/flow/config.mk]
export PLATFORM = sky130hd
export DESIGN_NAME = mantissa_shifter
export DESIGN_NICKNAME = mantissa_shifter
export VERILOG_FILES = /design/flow/design.v
export SDC_FILE = /design/flow/constraint.sdc
export NUM_CORES = 4
export LEC_CHECK = 1
export CORE_UTILIZATION = 30
[design/flow/constraint.sdc]
current_design mantissa_shifter

set clk_period 3.2
set clk_io_pct 0.2

create_clock -name clk0 -period $clk_period

set non_clock_inputs [all_inputs -no_clocks]
set_input_delay [expr $clk_period * $clk_io_pct] -clock clk0 $non_clock_inputs
set_output_delay [expr $clk_period * $clk_io_pct] -clock clk0 [all_outputs]
[design/flow/design.v]
package definitions;
typedef logic        Sign;
typedef logic [ 7:0] Exponent;
typedef logic [22:0] Mantissa;
typedef logic [23:0] Mantissa_ext;
typedef struct packed {
    Sign     sign;
    Exponent exp;
    Mantissa mnt;
} Float32;
typedef struct packed {
    Sign         sign;
    Exponent     exp;
    Mantissa_ext mnt;
} Float32_ext;
typedef struct packed {
    logic op;
    Float32 a;
    Float32 b;
} Compare_in;
typedef struct packed {
    logic        op;
    logic        flip;
    Float32 gt;
    Float32 lt;
    Exponent e_dif;
} Operate_in;
typedef struct packed {
    logic        op;
    logic        flip;
    Sign         sign;
    Exponent     exp;
    logic [24:0] mnt;
} Align_in;
endpackage
module mantissa_shifter(
    input  [7:0]  e,
    input  [23:0] m,
    output [23:0] o
);
wire [23:0] layers [5:0];
assign layers[0] = e[0] ? {0, m[23:1]} : m;
genvar i;
for (i = 1; i < 5; i++) begin
    assign layers[i] = e[i] ? {0, layers[i-1][23:(2**i)]} : layers[i-1];
end
assign layers[5] = (|e[7:5]) ? 24'b0 : layers[4];
assign o = layers[5];
endmodule
[design/flow/run.sh]
#!/bin/bash
# OpenROAD 26Q1-2900-gdf79404cd8, Yosys 0.63+post, stock flow scripts
make -C /OpenROAD-flow-scripts/flow DESIGN_CONFIG=/design/flow/config.mk WORK_HOME=/design/flow/orfs finish
==> qor.csv <==
metric,value,unit
via count,1359,
CLK BUF,0,
Critical-path top delay cell,mux4_2,
CP Cell Sequence,"clkdlybuf4s50_1, mux4_2, mux2_4, a2bb2oi_2, o21ai_1, clkdlybuf4s50_1",
"Req. time, crit path",2560,ps
drt total wl,3.720,mm
power after layout,250.1,uW
Yosys cell types,34,
Crit. End Element,output pin,
routed length per placed instance,15.25,um
Mean Syn Cell Area,9.188,sq um
Synth Seq Share,0,%
placed cells,241,
Total GRT Usage,18.57,%
vias per inst,5.570,
GR Util met3,2.641,%
Leakage Power,0.8559,nW
Die Wd,65.34,um
number of global-route vias before repair,1294,
Rows,22,
Top cells excl fill/tap,"clkdlybuf4s50_1, mux4_2, buf_4",
Core ar.,0.003744,sq mm
share of post-route cells with drive strength above 1,32.65,%
setup ws final,97.45,ps
max cap viols,0,
antenna violations before repair,0,
Final setup viols,0,
M2 GR Usage,30.15,%
synth warn,1,
largest net degree at the start of global routing,19,
die height,65.34,um
gr busiest metal,met2,
M1 GR Usage,28.73,%
logic area,0.001181,sq mm
DRC Markers,0,
registers,0,
PwrDens,120.8,mW/mm^2
Mapped Cells,131,
Final Hold Vio Count,0,
CTS Hold Bufs,0,
Tool Warnings,32,
most instantiated logic cell after routing,clkdlybuf4s50_1,
post-synthesis cell area,0.001204,sq mm
fin crit share,96.95,%
worst-path fanout max,3,
Slew Limit Headroom,72.72,%
fin crit period,3103,ps
I/O Pins,56,
drt pass-1 iters,5,
final non-filler cell total,244,
"slowest stage delay, CP",490,ps
RSZ-0062 raised after global routing,false,
cells in synth_stat.txt,131,
Worst setup SP type,primary input,
Routability Congestion,0.9219,
Tightest Pin Transition,406.0,ps
Init Core Util,32.15,%
Layout area overhead,72.04,%
Reg area,0,sq um
Critical Path Most Common Cell,clkdlybuf4s50_1,
VDD IR max,0.08929,mV
status,"complete, no violations",
FMAX,322.3,MHz
pre-CTS setup slack,-191.6,ps
first-pass GRT wire length,6.092,mm
DR iter-0 viols,91,
Critical Path AT,2460,ps
WP buf/inv,2,
Min-Delay Path Class,primary input to output pin,
critical path class,primary input to output pin,
Max Transition Viols Final,0,
Yosys Chip Area,0.001204,sq mm
cell family with most CP delay,buffers and inverters,
tally of filler cells in the layout,332,
post-route ant nets,0,
chip area,0.004269,sq mm
I/O Buffers,56,
diode count,0,
gr ovfl total,0,
Detailed Place HPWL,3.062,mm
[layer usage]
layer	part of all wire, %	up-vias
met5	0	-
met4	0.48	0
met3	7.1	2
met2	45	58
met1	47	632
li1	-	667
[stage by stage]
step | instance area (sq um) | util [%] | setup TNS (ps) | hold slack (ps)
final | 2071 | 55.31 | 0 | 1993
after CTS | 1979 | 52.87 | 0 | 2173
after detailed placement | 1944 | 51.94 | -1198 | 2356
after global routing | 2071 | 55.31 | 0 | 2055
after global placement | 1944 | 51.94 | -1120 | 2345
after floorplan | 1204 | - | 0 | 1393
[cells by family after synthesis]
| group | Yosys count | synth area share (%) |
|---|---|---|
| and+or+nand+nor | 49 | 20.27 |
| muxes | 38 | 54.89 |
| AOI/OAI and AO/OA | 29 | 18.61 |
| buffers and inverters | 15 | 6.236 |
[cells in the mapped netlist]
cell / instances / area share [%]
a31oi_1: 1 / 0.52
o21a_1: 1 / 0.62
a22oi_1: 2 / 1.2
nor2_1: 15 / 4.7
mux4_2: 22 / 41
nand3b_1: 4 / 2.5
buf_1: 1 / 0.31
buf_4: 1 / 0.62
or3_1: 3 / 1.6
o22ai_1: 1 / 0.52
nor3b_1: 2 / 1.2
clkinv_1: 1 / 0.31
nand2b_1: 3 / 1.6
o21ai_2: 1 / 0.73
mux2i_1: 12 / 10
buf_2: 6 / 2.5
buf_6: 1 / 0.94
a21oi_1: 1 / 0.42
and2_1: 4 / 2.1
inv_1: 1 / 0.31
o21ai_0: 2 / 0.83
mux2_2: 4 / 3.7
or4_1: 1 / 0.62
nor3_1: 3 / 1.2
clkbuf_1: 4 / 1.2
o22a_1: 2 / 1.5
nand2_1: 12 / 3.7
a2bb2oi_1: 1 / 0.73
o221ai_1: 5 / 3.6
or2_0: 1 / 0.52
o211ai_1: 1 / 0.62
a211oi_1: 7 / 4.4
nor2b_1: 1 / 0.52
a22o_1: 4 / 2.9
[layout make-up]
type               instances  share of cell area (%)
inverters                  2                  0.3625
multi-input cells        116                   57.04
well taps                 48                   2.900
repair buffers            78                   39.70
[tightest hold or removal path, delay by kind of cell]
family / cells / cell delay [ps]
AOI/OAI and AO/OA: 1 / 50
buffers and inverters: 2 / 510
and+or+nand+nor: 1 / 150
[final timing paths]
path / startpoint / end / slack, ps / cells after the start
hold / removal: e[7] / o[7] / 1990 / 4
setup / recovery: m[21] / o[6] / 100 / 6
[where the power goes]
group / switching [mW] / total [mW] / internal (mW)
registers: 0 / 0 / 0
clock network: 0 / 0 / 0
logic: 0.103 / 0.250 / 0.147
total: 0.103 / 0.250 / 0.147
[what timing repair did]
item	CTS	global route
pin swaps	2	3
buffers inserted	0	2
gates resized	14	30
endpoints found under the setup margin	14	15
cloned	1	0
No activity file was given, so power comes from the tool's default toggle rates.
