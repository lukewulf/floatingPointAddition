[./run.sh]
#!/bin/bash
# OpenROAD 26Q1-2900-gdf79404cd8, Yosys 0.63+post, stock flow scripts
make -C /OpenROAD-flow-scripts/flow DESIGN_CONFIG=/design/flow/config.mk WORK_HOME=/design/flow/orfs finish
[./config.mk]
export PLATFORM = sky130hd
export DESIGN_NAME = mantissa_positioner
export DESIGN_NICKNAME = mantissa_positioner
export VERILOG_FILES = /design/flow/design.v
export SDC_FILE = /design/flow/constraint.sdc
export NUM_CORES = 4
export LEC_CHECK = 1
export CORE_AREA = 10 10 114 114
export DIE_AREA = 0 0 124 124
[./constraint.sdc]
current_design mantissa_positioner

set clk_period 8.5
set clk_io_pct 0.2

create_clock -name clk0 -period $clk_period

set non_clock_inputs [all_inputs -no_clocks]
set_input_delay [expr $clk_period * $clk_io_pct] -clock clk0 $non_clock_inputs
set_output_delay [expr $clk_period * $clk_io_pct] -clock clk0 [all_outputs]
[./design.v]
package definitions;
typedef logic        Sign;
typedef logic [ 7:0] Exponent;
typedef logic [22:0] Mantissa;
typedef logic [23:0] Mantissa_ext;
typedef struct packed {
    Sign     sign;
    Exponent exp;
    Mantissa mnt;
} Float32;
typedef struct packed {
    Sign         sign;
    Exponent     exp;
    Mantissa_ext mnt;
} Float32_ext;
typedef struct packed {
    logic op;
    Float32 a;
    Float32 b;
} Compare_in;
typedef struct packed {
    logic        op;
    logic        flip;
    Float32 gt;
    Float32 lt;
    Exponent e_dif;
} Operate_in;
typedef struct packed {
    logic        op;
    logic        flip;
    Sign         sign;
    Exponent     exp;
    logic [24:0] mnt;
} Align_in;
endpackage
module mantissa_positioner(
    input  [24:0] m,
    output [22:0] r,
    output [4:0]  e
);
wire [24:0] layers [5:0];
assign layers[5] = m;
genvar i;
for (i = 4; i >= 0; i--) begin
    parameter width  = 24 - 2**i;
    assign e[i]      = ~(|layers[i+1][24:(width + 1)]);
    assign layers[i] = (e[i]) ? {layers[i+1][width:0], {(2**i){1'b0}}} : layers[i+1] ;
end
assign r = layers[0][23:1];
endmodule
==> out/qor.yml <==
route:
  wl_mm: 7.16
  drt_first_pass_iters: 5
  ant_nets: 0
  via_per_inst: 5.25
  wl_per_cell_um: 18.8
  num_antenna_cells: 0
  route.vias.total: 2004
  drt_iter0_markers: 167
  drc: 0
final_layout:
  ff_latch_area_um2: 0
  fin_area_um2: 2220
  clkbuf_count: 0
  drive_gt1_frac: 0.150
  syn_to_final_growth_pct: 41.4
  flops: 0
logic_synthesis:
  common_cells: "mux2i_1, a21oi_1, o21ai_0"
  yosysSeqAreaShare: 0
  yosys_cells: 203
  syn_area_per_cell_um2: 7.75
  largest_area_cell: "mux2i_1"
  synth_top_area_share: 0.134
  syn_inst: 203
  ys_area_um2: 1570
  yosys_warnings: 1
  netlist_area_um2: 1570
  topCellsByArea: "mux2i_1, a21oi_1, mux2_2"
  synthDistinctLibCells: 70
  top_cell: "mux2i_1"
grt:
  gr-usage-all-layers: 0.0886
  antenna_found_initial: 0
  grt_overflow: 0
  grt_start_max_net_pins: 22
  grt_pass1_wl_mm: 10.9
  grt_pass1_vias: 1962
timing:
  fin_setup_tns_ps: 0
  period_needed_ps: 7650
  max_freq_mhz: 131
  setup_viol_count_final: 0
  relSlewSlack: 0.493
  rsz0062_at_grt: "no"
  worst_slew_pin_slew_ps: 761
  final_hold_viol_count: 0
  final-max-slew-violation-count: 0
  fin_crit_sh: 0.900
floorplan:
  dieArea_um2: 15400
  pin_count: 53
  num_rows: 37
  die_w_um: 124
  die_h_um: 124
  core-area_um2: 10400
  initial_core_util: 0.151
clock_network:
  postCtsSetupBuffers: 0
  hold_buffers: 0
  cts_resized: 0
job:
  cap_violations: 0
  warnings: 32
worst_setup_path:
  slowest_delay_ps: 650
  worstSetupStartpointType: "primary input"
  crit_end: "r[15]"
  worstPathRequired_ps: 6800
  arrival_ps: 5950
  critPathKind: "in2out"
  endpoint_kind: "output pin"
  slowest_stage: "or4_4"
  crit_chain: "clkdlybuf4s50_1 > or4_4 > a211oi_1 > nand2b_1 > inv_2 > a221oi_4 > o21ai_2 > inv_2 > mux2_1 > clkdlybuf4s50_1"
  startpoint: "m[13]"
  crit_fanout: 21
min_path:
  worst_hold_path.num_cells: 4
  worstHoldStart: "m[0]"
  hold_class: "in2out"
run_status:
  status: "completed"
place:
  port_buffers: 53
  dpl.hpwl_mm: 5.88
  place.gp.congestion: 0.967
  placed_cell_area_um2: 2220
pwr:
  p_leak_nw: 0.726
  irDropWorstVdd_uv: 20.3
  power_density_nw_per_um2: 51.3
critical path, delay by kind of cell:
kind	cells	cell delay, ps
AOI/OAI and AO/OA	3	1130
buffers and inverters	4	1640
muxes	1	370
and+or+nand+nor	2	1110
worst min path at each step:
stage                 endpoint  slack [ps]
after CTS                 r[0]        4580
after global routing      r[0]        4630
final                     r[0]        4550
area by class of cell:
cell class / instances / area (um^2)
fillers: 1137 / 8190
well taps: 136 / 170
repair buffers: 56 / 553
inverters: 6 / 30.0
multi-input cells: 184 / 1470
power breakdown:
group	internal (mW)	total [mW]	switching (mW)	leakage, nW
Sequential	0	0	0	0
Clock	0	0	0	0
Combinational	0.0615	0.114	0.0526	0.726
metal layers:
layer  wire [um]  GRT usage
met5           0          0
met4         127     0.0129
met3         887     0.0234
met2        3320      0.149
met1        2830      0.114
placed cells by master (no fill, tap or decap), types with 4 or more instances in the layout:
cell type	instances
a211oi_1	6
a21o_1	7
a21oi_1	14
a22oi_1	4
a32oi_1	4
clkdlybuf4s50_1	53
mux2_1	4
mux2_2	6
mux2i_1	21
nand2_1	7
nand2b_1	5
nand3_1	9
nand4_1	4
nor2_1	4
nor3_1	4
nor4_1	6
o21ai_0	11
cells by family (layout without fill, tap and decap cells):
group                  Yosys count  after routing  share of synthesized area
muxes                           34             34                      0.239
AOI/OAI and AO/OA               85             85                      0.416
and+or+nand+nor                 65             65                      0.277
buffers and inverters           19             62                     0.0684
metrics by stage:
step                cells  total power, mW  hold WS, ps  setup WS (ps)  utilization
global placement      382            0.116         4580            811        0.214
finish                382            0.114         4550            847        0.214
detailed placement    382            0.114         4570            922        0.214
CTS                   382            0.115         4580            919        0.214
floorplan             203           0.0529         3480           2750            -
global route          382            0.124         4630            604        0.214
Power is estimated from default activity; no workload was simulated.
