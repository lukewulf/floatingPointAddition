--- config.mk ---
export PLATFORM = sky130hd
export DESIGN_NAME = fp_xx
export DESIGN_NICKNAME = fp_xx
export VERILOG_FILES = /design/flow/design.v
export SDC_FILE = /design/flow/constraint.sdc
export NUM_CORES = 4
export LEC_CHECK = 1
export CORE_UTILIZATION = 40
--- run.sh ---
#!/bin/bash
# OpenROAD 26Q1-2900-gdf79404cd8, Yosys 0.63+post, stock flow scripts
make -C /OpenROAD-flow-scripts/flow DESIGN_CONFIG=/design/flow/config.mk WORK_HOME=/design/flow/orfs finish
--- design.v ---
package definitions;
typedef logic        Sign;
typedef logic [ 7:0] Exponent;
typedef logic [22:0] Mantissa;
typedef logic [23:0] Mantissa_ext;
typedef struct packed {
    Sign     sign;
    Exponent exp;
    Mantissa mnt;
} Float32;
typedef struct packed {
    Sign         sign;
    Exponent     exp;
    Mantissa_ext mnt;
} Float32_ext;
typedef struct packed {
    logic op;
    Float32 a;
    Float32 b;
} Compare_in;
typedef struct packed {
    logic        op;
    logic        flip;
    Float32 gt;
    Float32 lt;
    Exponent e_dif;
} Operate_in;
typedef struct packed {
    logic        op;
    logic        flip;
    Sign         sign;
    Exponent     exp;
    logic [24:0] mnt;
} Align_in;
endpackage
module addRippleN
	#(parameter width = 8)
	(input logic [width-1:0] a,
	 input logic [width-1:0] b,
	 input logic op,
	 output logic [width-1:0] c,
	 output logic cOut,
	 output logic cPenult);
	wire [width:0] carry;
	assign carry[0] = op;
	generate
		genvar i;
		for(i = 0; i < width; i = i+1)
		begin : genFA
			fullAdder f(.a(a[i]), .b(b[i]),
				    .op(op), .cIn(carry[i]), 
				    .cOut(carry[i+1]), .c(c[i]));
		end
	endgenerate
	assign cOut = carry[width];
	assign cPenult = carry[width-1];
endmodule
module fp_xx(
input clk, rst,
input op,
input [31:0] a, b,
output logic [31:0] c);
	wire aSign = a[31];
	wire [7:0] aExp = a[30:23];
	wire [24:0] aMant = {2'b01, a[22:0]};
	wire [24:0] aOp;
	wire bSign = b[31];
	wire [7:0] bExp = b[30:23];
	wire [24:0] bMant = {2'b01, b[22:0]};
	wire [24:0] bOp;
	wire [7:0] cA;
	wire [7:0] cB;
	wire cExpOut;
	wire cExpPenult;
	wire junkC1, junkC2;
	addRippleN #(8) cmpA(.a(aExp), .b(bExp), .op(1'b1), .c(cA), .cOut(cExpOut), .cPenult(cExpPenult));
	addRippleN #(8) cmpB(.a(bExp), .b(aExp), .op(1'b1), .c(cB), .cOut(junkC1), .cPenult(junkC2));
	wire cExpFin = |cA ? cExpOut : aMant > bMant;
	assign aOp = cExpFin ? aMant : aMant >> cB;
	assign bOp = cExpFin ? bMant >> cA : bMant;
	wire [24:0] mantC;
	wire [24:0] mantOut;
	wire mantOp, mantFin, mantPenult;
	assign mantOp = aSign ^ bSign ^ op;
	addRippleN #(25) mantAdder(.a(aOp), .b(bOp), .op(mantOp), .c(mantC), .cOut(mantFin), .cPenult(mantPenult));
	assign mantOut = mantC;
	 wire finalSign;
 	 assign finalSign = (bSign & ~op & ~cExpFin) | (aSign & cExpFin) | (~bSign &  op & ~cExpFin);
	wire [24:0] flippedMant1;
	wire [24:0] flippedMant;
	assign flip = (aSign & bSign & ~op) | (aSign & ~bSign & op);  
	assign flippedMant1 = finalSign ? ({25{1'b1}} ^ mantOut) + 1 : mantOut;
	assign flippedMant = flip ? mantOut : flippedMant1;
	wire [7:0] normExp;
	assign normExp = cExpFin ? aExp : bExp;
	wire [22:0] normMant;
	wire [7:0] normC;
	normalizer #(0) n(.a(flippedMant), .exp(normExp), .mantissa2(normMant), .outEx2(normC));
	assign c = {finalSign, normC, normMant};
endmodule
module fullAdder(
	input a,
	input b,
	input cIn,
	input op,
	output cOut,
	output c);
	wire bOp = b ^ op;
	assign c = a ^ bOp ^ cIn;
	assign cOut = (a & bOp) | (cIn & bOp) | (cIn & a);
endmodule
module normalizer #(parameter norm = 1)(
		  input [24:0] a,
		  input [7:0] exp,
		  output [22:0] mantissa2,
		  output [7:0] outEx2);
	logic [22:0] mantissa;
	logic [7:0] outEx;
	always_comb
	casex(a)
		25'b1_xxxx_xxxx_xxxx_xxxx_xxxx_xxxx: begin
			mantissa = a[23:1];
			outEx = exp + norm + 1;
		end
		25'b0_1xxx_xxxx_xxxx_xxxx_xxxx_xxxx: begin
			mantissa = a[22:0];
			outEx = exp + norm;
		end
		25'b0_01xx_xxxx_xxxx_xxxx_xxxx_xxxx: begin
			 mantissa = {a[21:0], {1{1'b0}}};
			outEx = exp + norm - 1;
		end
		25'b0_001x_xxxx_xxxx_xxxx_xxxx_xxxx: begin
			mantissa = {a[20:0], {2{1'b0}}};
			outEx = exp + norm - 2;
		end
		25'b0_0001_xxxx_xxxx_xxxx_xxxx_xxxx: begin
			mantissa = {a[19:0], {3{1'b0}}};
			outEx = exp + norm - 3;
		end
		25'b0_0000_1xxx_xxxx_xxxx_xxxx_xxxx: begin 
			mantissa = {a[18:0], {4{1'b0}}};
			outEx = exp + norm - 4;
		end
		25'b0_0000_01xx_xxxx_xxxx_xxxx_xxxx: begin
			mantissa = {a[17:0], {5{1'b0}}};
			outEx = exp + norm -5;
		end
		25'b0_0000_001x_xxxx_xxxx_xxxx_xxxx: begin
			mantissa = {a[16:0], {6{1'b0}}};
			outEx = exp + norm -6;
		end
		25'b0_0000_0001_xxxx_xxxx_xxxx_xxxx: begin
			mantissa = {a[15:0], {7{1'b0}}};
			outEx = exp + norm -7;
		end
		25'b0_0000_0000_1xxx_xxxx_xxxx_xxxx: begin
			outEx = exp + norm - 8;
			mantissa = {a[14:0], {8{1'b0}}};
		end
		25'b0_0000_0000_01xx_xxxx_xxxx_xxxx: begin
			mantissa = {a[13:0], {9{1'b0}}};
			outEx = exp + norm - 9;
		end
		25'b0_0000_0000_001x_xxxx_xxxx_xxxx: begin
			mantissa = {a[12:0], {10{1'b0}}};
			outEx = exp + norm - 10;
		end
		25'b0_0000_0000_0001_xxxx_xxxx_xxxx: begin
			mantissa = {a[11:0], {11{1'b0}}};
			outEx = exp + norm -11;
		end
		25'b0_0000_0000_0000_1xxx_xxxx_xxxx: begin
mantissa = {a[10:0], {12{1'b0}}};
outEx = exp + norm - 12;
end
		25'b0_0000_0000_0000_01xx_xxxx_xxxx: begin
mantissa = {a[9:0], {13{1'b0}}};
outEx = exp + norm -13;
end
		25'b0_0000_0000_0000_001x_xxxx_xxxx: begin
mantissa = {a[8:0], {14{1'b0}}};
outEx = exp + norm - 14;
end
		25'b0_0000_0000_0000_0001_xxxx_xxxx: begin
mantissa = {a[7:0], {15{1'b0}}};
outEx = exp + norm - 15;
end
		25'b0_0000_0000_0000_0000_1xxx_xxxx: begin
mantissa = {a[6:0], {16{1'b0}}};
outEx = exp + norm - 16;
end
		25'b0_0000_0000_0000_0000_01xx_xxxx: begin
mantissa = {a[5:0], {17{1'b0}}};
outEx = exp + norm - 17;
end
		25'b0_0000_0000_0000_0000_001x_xxxx: begin
mantissa = {a[4:0], {18{1'b0}}};
outEx = exp + norm - 18;
end
		25'b0_0000_0000_0000_0000_0001_xxxx: begin
mantissa = {a[3:0], {19{1'b0}}};
outEx = exp + norm - 19;
end
		25'b0_0000_0000_0000_0000_0000_1xxx: begin
mantissa = {a[2:0], {20{1'b0}}};
outEx = exp + norm - 20;
end
		25'b0_0000_0000_0000_0000_0000_01xx: begin
mantissa = {a[1:0], {21{1'b0}}};
outEx = exp + norm - 21;
end
		25'b0_0000_0000_0000_0000_0000_001x: begin
mantissa = {a[0], {22{1'b0}}};
outEx = exp + norm - 22;
end
		25'b0_0000_0000_0000_0000_0000_0001: begin
mantissa = {23{1'b0}};
outEx = exp + norm - 23;
end
		default: begin
mantissa = {23{1'b0}};
outEx = 8'b0000_0000;
end
	endcase
	assign mantissa2 = mantissa;
	assign outEx2 = outEx;
endmodule
--- constraint.sdc ---
current_design fp_xx

set clk_period 32.9
set clk_io_pct 0.2

create_clock -name clk0 -period $clk_period

set non_clock_inputs [all_inputs -no_clocks]
set_input_delay [expr $clk_period * $clk_io_pct] -clock clk0 $non_clock_inputs
set_output_delay [expr $clk_period * $clk_io_pct] -clock clk0 [all_outputs]
==> flow_summary_export.csv <==
group,metric,value,unit
global_routing,grt-ovfl-total,0,
pwr,vdd_ir_drop_max,62.55,uV
final_timing,maxClockFrequency,31.27,MHz
logic_synthesis,topCombFamilyByArea,"AND-OR/OR-AND gates",
detailed_routing,drtIter0Drc,1112,
placement,hpwl,28650,um
cells_and_area,design.seq.count,0,
detailed_routing,finalWirelength,36520,um
cells_and_area,final_area,10400,um2
logic_synthesis,synthesis.instances,1297,
floorplan,placement_rows,53,
final_timing,hold_viol_final,0,
floorplan,core_region_area,21220,um2
detailed_routing,post-route-drc-count,0,
critical_path,worst_path_max_delay_cell,"sky130_fd_sc_hd__clkdlybuf4s50_1",
logic_synthesis,synth-cells-yosys,1297,
logic_synthesis,netlist_area,8738,um2
logic_synthesis,synth.mux.area_fraction,5.756,%
logic_synthesis,synth_simple_gate_area_share,27.33,%
global_routing,grt_first_pass_wirelength,56170,um
hold_path,instance_count_along_the_most_critical_hold_path,4,
final_timing,final_critical_delay_including_setup_and_external_delays,31.98,ns
floorplan,design.die.area,22440,um2
cells_and_area,cell_count_final_fillers_out,1653,
placement,placed_cells,1637,
detailed_routing,via_count,10690,
critical_path,critPathBufInv,12,
critical_path,timing.critical_path.mode_cell,"sky130_fd_sc_hd__fa_1",
cells_and_area,filler_cell_count,2168,
logic_synthesis,synth.yosys.warnings,2,
placement,place.gp.congestion,1.020,
logic_synthesis,syn_avg_cell_area,6.737,um2
detailed_routing,avgViaCountPerCell,6.469,
global_routing,initial_antenna_violation_count,0,
logic_synthesis,synthXorXnorAreaFrac,6.801,%
final_timing,setup_violations,0,
detailed_routing,insertedDiodeCount,0,
final_timing,setup_total_negative_slack,0,ns
floorplan,fp.dieW,149.8,um
critical_path,cp_slowest_stage_delay,0.54,ns
logic_synthesis,netlist.top_cell.by_area,"sky130_fd_sc_hd__fa_1",
flow_run,stage_log_warnings,37,
detailed_routing,post_drt_wl_per_cell,22.09,um
final_timing,tightestPinTransition,0.8833,ns
pwr,pwr_density_cell,94.08,nW/um2
global_routing,pin_count_of_the_biggest_net_entering_global_routing,41,
cells_and_area,syn2layout_area_growth,19.06,%
cells_and_area,num-clock-buffers,0,
logic_synthesis,synthAdderAreaFrac,14.95,%
critical_path,crit_required,26.32,ns
critical_path,type_of_element_launching_the_critical_path,"input pin",
cells_and_area,regArea,0,um2
hold_path,hold_path_end,"c[31]",
final_timing,final.period_utilization,97.19,%
cells_and_area,combGateArea,8214,um2
placement,io_buffers,97,
critical_path,critical_path_class,"input pin to output port",
global_routing,grt_util_all_layers,33.00,%
logic_synthesis,area_leaders,"sky130_fd_sc_hd__fa_1, sky130_fd_sc_hd__nand2_1, sky130_fd_sc_hd__ha_1",
logic_synthesis,synth_largest_type_area_fraction,8.935,%
logic_synthesis,most_common_cell,"sky130_fd_sc_hd__nand2_1",
detailed_routing,ant_nets,0,
floorplan,floorplanUtilization,41.18,%
hold_path,hold_class,"input pin to output port",
final_timing,timing.final.max_slew_violations,0,
cells_and_area,final_layout_size_suffix_gt1_share,12.34,%
placement,detailed_place.area,10170,um2
final_timing,timing.max_slew.rel_slack,40.62,%
logic_synthesis,synth_seq_share,0,%
global_routing,number_of_global_route_vias_before_repair,9778,
critical_path,crit_path_max_fanout,10,
flow_run,drv.max_cap_violation_count,0,
floorplan,floorplan.die.height,149.8,um
critical_path,arrival,25.40,ns
logic_synthesis,yosys_area,8738,um2
floorplan,design.portCount,99,
critical_path,cp_top_family,"adder cells",
pwr,power_leakage,3.929,nW
hold_path,worst_hold_startpoint,"a[31]",
logic_synthesis,synth_cell_type_count,98,
logic_synthesis,synth_compound_gate_area_share,37.44,%
outcome,status,"finished clean",
critical_path,worstSetupEndpointType,"output port",
detailed_routing,detailedRoute.firstPassIterationCount,6,
logic_synthesis,top_cells_by_count,"sky130_fd_sc_hd__nand2_1, sky130_fd_sc_hd__nor2_1, sky130_fd_sc_hd__a21oi_1, sky130_fd_sc_hd__o21ai_0, sky130_fd_sc_hd__clkbuf_1",
-- how the worst max path moves through the flow --
stage | start | end | depth (start not counted)
4_1_cts | a[23] | c[30] | 78
5_1_grt | a[23] | c[30] | 80
6_report | a[23] | c[30] | 80
-- kinds of logic (layout without fill, tap and decap cells) --
kind of cell	after synthesis	after routing
compound gates	455	457
xor+xnor	67	67
fa+ha+maj	81	81
buf+inv	169	248
mux	43	43
simple gates	482	482
-- tightest hold or removal path, cell delays in order --
cell                              delay, ns
sky130_fd_sc_hd__clkdlybuf4s50_1       0.45
sky130_fd_sc_hd__nor2_1                0.23
sky130_fd_sc_hd__nor2_1                0.10
sky130_fd_sc_hd__clkdlybuf4s50_1       0.42
-- power breakdown --
| part | switching [mW] | total [mW] | internal [mW] |
|---|---|---|---|
| registers | 0 | 0 | 0 |
| clock network | 0 | 0 | 0 |
| logic | 0.585 | 0.979 | 0.394 |
-- through the flow --
stage	hold WS (ns)	setup WS (ns)	total power, mW	utilization (%)
global route	14.41	-0.03909	1.054	49.03
CTS	14.38	0.2146	0.9503	47.94
detailed placement	14.37	0.2529	0.9466	47.94
global placement	14.34	0.3374	0.9490	47.94
floorplan	13.38	2.704	0.5726	-
finish	14.36	0.9247	0.9788	49.03
-- what timing repair did --
item,CTS,global route
hold buffers,0,0
buffers inserted,0,14
endpoints found under the setup margin,0,3
endpoints found under the hold margin,0,0
gates resized,0,24
-- placed cells by master (no fill, tap or decap), types with 10 or more instances in the layout --
cell type / instances
sky130_fd_sc_hd__a211oi_1: 28
sky130_fd_sc_hd__a21o_1: 16
sky130_fd_sc_hd__a21oi_1: 84
sky130_fd_sc_hd__a221oi_1: 20
sky130_fd_sc_hd__a222oi_1: 15
sky130_fd_sc_hd__a22oi_1: 29
sky130_fd_sc_hd__a31oi_1: 11
sky130_fd_sc_hd__and2_1: 11
sky130_fd_sc_hd__and3_1: 15
sky130_fd_sc_hd__buf_4: 80
sky130_fd_sc_hd__clkdlybuf4s50_1: 97
sky130_fd_sc_hd__fa_1: 39
sky130_fd_sc_hd__ha_1: 42
sky130_fd_sc_hd__inv_1: 70
sky130_fd_sc_hd__mux2i_1: 29
sky130_fd_sc_hd__nand2_1: 146
sky130_fd_sc_hd__nand3_1: 56
sky130_fd_sc_hd__nand4_1: 15
sky130_fd_sc_hd__nor2_1: 104
sky130_fd_sc_hd__nor3_1: 52
sky130_fd_sc_hd__o211ai_1: 27
sky130_fd_sc_hd__o21ai_0: 79
sky130_fd_sc_hd__o221ai_1: 10
sky130_fd_sc_hd__o22ai_1: 30
sky130_fd_sc_hd__xnor2_1: 45
sky130_fd_sc_hd__xor2_1: 19
-- final cells by class --
type                       count  area share [%]
tap                          275           3.307
inverter                      70           2.526
timing repair buffer         178           15.21
multi-input combinational   1130           78.95
-- metal layers --
layer	part of all wire, %	GRT usage (%)
met1	44	49.76
met2	43	48.70
met3	12	8.634
met4	1.2	4.192
met5	0	0
Power is estimated from default activity; no workload was simulated.
